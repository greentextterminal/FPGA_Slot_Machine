==> flow/design.v <==
`timescale 1ns / 1ps
module clk_divide
    #(parameter n = 26)  
    (
    output wire clk_out, 
    input wire clk_in
    );
    reg [n:0] Count = 0;  
    always @ (posedge(clk_in))  
        Count <= Count + 1 ; 
    assign clk_out = Count[n];
endmodule
`timescale 1ns / 1ps
module jackpot(
    output [3:0] LEDS,
    input [3:0] SWITCHES,
    input CLOCK,
    input RESET
    );
    wire divided_clk;  
    clk_divide #(.n(24)) new_clk   
    (
    .clk_out(divided_clk),
    .clk_in(CLOCK)
    );
    parameter S1 = 4'b0001; 
    parameter S2 = 4'b0010; 
    parameter S3 = 4'b0100; 
    parameter S4 = 4'b1000; 
    parameter zero = 4'b1010;  
    parameter flash = 4'b1111;  
    parameter no_flash=4'b0000;  
    reg [3:0] state;  
    wire switch_signal0, switch_signal1, switch_signal2, switch_signal3;
    pos_edge_detect ped0 (  
    .signal(SWITCHES[0]),
    .clk(divided_clk),
    .pulse(switch_signal0)
    );
    pos_edge_detect ped1 (  
    .signal(SWITCHES[1]),
    .clk(divided_clk),
    .pulse(switch_signal1)
    );
    pos_edge_detect ped2 (  
    .signal(SWITCHES[2]),
    .clk(divided_clk),
    .pulse(switch_signal2)
    );
    pos_edge_detect ped3 (  
    .signal(SWITCHES[3]),
    .clk(divided_clk),
    .pulse(switch_signal3)
    );
    always @ (posedge divided_clk)
        begin  
            if (RESET)
                state <= zero;
            else 
            case(state) 
                zero : state <= S1;
                S1 : begin 
                    if (switch_signal0==1 && LEDS[0]==1)
                        state <= flash;
                    else
                        state <= S2;
                end
                S2 : begin
                    if (switch_signal1==1 && LEDS[1]==1)
                        state <= flash;
                    else
                        state <= S3;
                end
                S3 : begin
                    if (switch_signal2==1 && LEDS[2]==1)
                        state <= flash;
                    else 
                        state <= S4;
                end
                S4 : begin
                    if (switch_signal3==1 && LEDS[3]==1)
                        state <= flash;
                    else
                        state <= S1;
                end
                flash : state <= no_flash;
                no_flash : state <= flash;
            endcase  
        end  
    assign LEDS = state;  
endmodule
`timescale 1ns / 1ps
module pos_edge_detect(
    input signal,  
    input clk,
    output pulse
    );
    reg signal_delay;
    always @ (posedge clk)
        begin
            signal_delay <= signal;
        end
    assign pulse = signal & ~signal_delay;
endmodule
==> flow/run.sh <==
#!/bin/bash
# OpenROAD 26Q1-2900-gdf79404cd8, Yosys 0.63+post, stock flow scripts
make -C /OpenROAD-flow-scripts/flow DESIGN_CONFIG=/design/flow/config.mk WORK_HOME=/design/flow/orfs finish
==> flow/config.mk <==
export PLATFORM = sky130hd
export DESIGN_NAME = jackpot
export DESIGN_NICKNAME = jackpot
export VERILOG_FILES = /design/flow/design.v
export SDC_FILE = /design/flow/constraint.sdc
export NUM_CORES = 4
export LEC_CHECK = 1
export CORE_AREA = 10 10 105 105
export DIE_AREA = 0 0 115 115
==> flow/constraint.sdc <==
current_design jackpot

set clk_period 3.5
set clk_io_pct 0.2

create_clock -name clk0 -period $clk_period [get_ports {CLOCK}]

set non_clock_inputs [all_inputs -no_clocks]
set_input_delay [expr $clk_period * $clk_io_pct] -clock clk0 $non_clock_inputs
set_output_delay [expr $clk_period * $clk_io_pct] -clock clk0 [all_outputs]
==> out/results.ini <==
[critical_path]
crit_slowest_cell = or4_4
crit_buf_inv = 1
criticalPathCategory = reg -> reg
critical_path.max_stage_delay_ns = 0.58
cp-end-kind = flip-flop
rrSetupSlack_ns = 1.68
ff2ff_path_depth = 5
r2r-start = new_clk.Count[0]$_DFF_P_
r2r-end = new_clk.Count[24]$_DFF_P_
crit_path_start_kind = flip-flop
crit_family = simple AND/OR/NAND/NOR gates
worstPathCellList = ha_1, inv_1, or4_4, nor4_2, xor2_1
cp_max_fo = 7
crit_arrival_ns = 2.02
worst_ep_required_time_ns = 3.70

[logic_synthesis]
compound_area_frac = 0.07892
async_flop_share = 0
logic_family = simple AND/OR/NAND/NOR gates
synth_area_um2 = 1348
synthXorXnorAreaFrac = 0.1495
synth.avg_cell_area_um2 = 9.625
synth-cells-yosys = 140
synth_cells = 140
yosys_warnings = 3
synthMuxAreaShare = 0.007428
ys_sh_simple = 0.2340
numSynthFlops = 33
synth_area_leader_cell = dfxtp_1
enable_flop_cells = 0
ys_types = 33
synth_top_flop_cell = dfxtp_1
adder_share = 0.009285
yosysTopAreaCellShare = 0.4903
ys_area_um2 = 1348
synth_seq_share = 0.4903
synthTopCellsByArea = dfxtp_1 (49%), xnor2_1 (9.1%), xor2_1 (5.8%)

[routing]
post_drt_wl_per_cell_um = 8.148
drt_iter0_drc = 74
vias_per_cell = 3.724
wirelength_mm = 2.094
ant_nets = 0
drc = 0
diodes = 0
vias = 957
dr.pass1.iters = 4

[flow_run]
warnings = 25
drv_cap = 0

[global_route]
grt_first_pass_wirelength_mm = 3.705
grt_usage = 0.03222
grt_antenna_before_repair = 0
overflow = 0
grt_max_degree = 16
grt_pass1_vias = 860

[pwr]
max-vdd-ir-drop_uv = 355.6
p_leak_nw = 0.5547
swShare = 0.1983
internal_power_w = 0.0003714
p_sw_w = 0.00009188
power_frac_seq = 0.614
pwr_density_cell_nw_per_um2 = 289.0
p_clk_frac = 0.366
p_comb_frac = 0.020

[clocking]
htreeDepth = 1
cts_max_path_buffers = 2
post_cts_buffers = 0
clkLatencyLatePin_ns = 0.27
cts_tree = built
cts_resized = 0
cts-buffers-inserted = 3
cts_hold_buf = 0
clk_pin_slew_ns = 0.09
root_buffer = clkbuf_8

[place]
hpwlAfterDp_mm = 1.540
io_buffers = 9
dpl-instance-area_um2 = 1554
place.gp.congestion = 0.7866

[sta]
unclocked_pins = 8
slew_violations = 0
relSlewSlack = 0.7184
fin_crit_sh = 0.5194
hold_viol = 0
period_needed_ns = 1.818
tightest_slew_ns = 0.4165
fin_worst_skew_ns = 0.004734
setup_viol = 0
final.setup.tns_ns = 0
rsz0062_at_grt = no
clock.fmax_mhz = 550.1
untimed_endpoints = 12

[floorplan]
core_area_um2 = 8763
row_count = 34
fp.dieW_um = 115
design.die.area_um2 = 13230
die.size.y_um = 115
ioPinCount = 10
initCoreUtil = 0.1538

[min_path]
worstHoldPathType = reg -> reg
holdPathEnd = new_clk.Count[0]$_DFF_P_
min_from = new_clk.Count[0]$_DFF_P_
holdPathStages = 1

[final_layout]
layout_top_cells = dfxtp_1 (33), xnor2_1 (14), nand2_1 (13)
final_area_um2 = 1603
area_growth_pct = 18.94
lay_top_count = dfxtp_1
drive_gt1_frac = 0.07383

[status]
outcome = complete, no violations

-- layout make-up --
cell class | count | area (µm²)
Clock buffer | 3 | 41.29
Clock inverter | 1 | 7.507
Fill cell | 973 | 7161
Inverter | 4 | 15.01
Multi-Input combinational cell | 98 | 645.6
Sequential cell | 33 | 660.6
Tap cell | 108 | 135.1
Timing Repair Buffer | 10 | 97.59
-- flip-flops by register name (all words and copies together), names as in the netlist --
register / flops
ped2.signal_delay: 1
ped1.signal_delay: 1
state: 4
ped0.signal_delay: 1
ped3.signal_delay: 1
new_clk.Count: 25
-- cells in the mapped netlist (3+ instances only) --
library cell,count
dfxtp_1,33
xnor2_1,14
nand2_1,13
nor2_1,10
nand3_1,9
xor2_1,9
a21oi_1,4
clkbuf_1,4
inv_1,4
nand4_1,4
and3_1,3
and4_1,3
nand2b_1,3
-- worst register-to-register path, stage by stage (launching register included) --
cell	delay (ns)
dfxtp_1	0.38
ha_1	0.26
inv_1	0.07
or4_4	0.58
nor4_2	0.31
xor2_1	0.16
-- cell families after synthesis --
family          Yosys count
flops                    33
simple gates             57
buf+inv                   9
fa+ha+maj                 1
compound gates           16
mux                       1
xor+xnor                 23
-- power groups by stage --
stage / Clock (W) / Sequential, W / Combinational (W)
global route: 0.000188 / 0.000285 / 0.0000101
CTS: 0.000177 / 0.000285 / 0.00000933
finish: 0.000170 / 0.000285 / 0.00000920
-- worst max-delay path by stage --
| stage | start | end | slack, ns | cells after the start |
|---|---|---|---|---|
| finish | new_clk.Count[0]$_DFF_P_ | new_clk.Count[24]$_DFF_P_ | 1.68 | 5 |
| global route | new_clk.Count[0]$_DFF_P_ | new_clk.Count[24]$_DFF_P_ | 1.57 | 5 |
| CTS | new_clk.Count[0]$_DFF_P_ | new_clk.Count[24]$_DFF_P_ | 1.67 | 5 |
-- layer usage --
| layer | vias up | GRT usage | share of wire |
|---|---|---|---|
| li1 | 504 | - | - |
| met1 | 442 | 0.04653 | 0.51 |
| met2 | 11 | 0.04805 | 0.42 |
| met3 | 0 | 0.01160 | 0.067 |
| met4 | 0 | 0.0008251 | 0 |
| met5 | - | 0 | 0 |
-- stage by stage --
step	std cells	power [W]	worst slack, ns	hold WS, ns	util
6_report	257	0.0004633	1.682	0.4181	0.1829
5_1_grt	257	0.0004823	1.565	0.4445	0.1829
4_1_cts	257	0.0004705	1.668	0.4212	0.1829
3_5_place_dp	253	0.0003005	1.700	0.4010	0.1773
3_3_place_gp	253	0.0003004	1.727	0.3917	0.1773
2_1_floorplan	140	0.0002936	1.725	0.3831	-
Power and IR drop assume default switching activity.
